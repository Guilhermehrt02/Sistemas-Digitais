### ./run.sh
#!/bin/bash
# OpenROAD 26Q1-2900-gdf79404cd8, Yosys 0.63+post, stock flow scripts
make -C /OpenROAD-flow-scripts/flow DESIGN_CONFIG=/design/flow/config.mk WORK_HOME=/design/flow/orfs finish
### ./config.mk
export PLATFORM = sky130hd
export DESIGN_NAME = sisDigital
export DESIGN_NICKNAME = sisDigital
export VERILOG_FILES = /design/flow/design.v
export SDC_FILE = /design/flow/constraint.sdc
export NUM_CORES = 4
export LEC_CHECK = 1
export CORE_UTILIZATION = 40
### ./constraint.sdc
current_design sisDigital

set clk_period 5.1
set clk_io_pct 0.2

create_clock -name clk0 -period $clk_period [get_ports {clk}]

set non_clock_inputs [all_inputs -no_clocks]
set_input_delay [expr $clk_period * $clk_io_pct] -clock clk0 $non_clock_inputs
set_output_delay [expr $clk_period * $clk_io_pct] -clock clk0 [all_outputs]
### ./design.v
module ULA(A, B, Op, Saida);
input [5:0] A, B;
input [1:0] Op;
output reg [5:0] Saida;
always@(*) begin
	case(Op)
		0: Saida = A;
		1: Saida = A + B;
		2: Saida = A - B;
		3: Saida = ~A;
	endcase
end 
endmodule 
module controle(Instrucao, clk, rst, EnA, EnB, Sel, Op, OpReg, Fim, estado);
input wire Instrucao, clk, rst;
output reg [1:0] Op, OpReg;
output reg EnA, EnB, Sel, Fim;
output wire [2:0] estado;
reg [2:0] E;
parameter[2:0] S0 = 0;
parameter[2:0] S1 = 1;
parameter[2:0] S2 = 2;
parameter[2:0] S3 = 3;
parameter[2:0] S4 = 4;
parameter[2:0] S5 = 5;
parameter[2:0] S6 = 6;
assign estado = E;
always @(posedge clk or negedge rst)
	if (!rst) 
		E <= S0;
	else 
		case (E)
			S0: E<=S1;
			S1: if(!Instrucao) 
					E<=S2;
				 else
					E<=S4;
			S2: E<=S3;
			S3: E<=S0;
			S4: E<=S5;
			S5: E<=S6;
			S6: E<=S0;
		endcase
always@ (E)
	case (E)
		S0:     
			begin
				EnA <= 1; 	
				EnB <= 0;
				Sel <= 0;
				Op <= 2'b00;
				OpReg <= 2'b00;
				Fim<=0;
			end
		S1:     
			begin
				EnA <= 0; 	
				EnB <= 1;
				Sel <= 0;
				Op <= 2'b00;
				OpReg <= 2'b00;
				Fim<=0;
			end
		S2:     
			begin
				EnA <= 0; 	
				EnB <= 0;
				Sel <= 0;
				Op <= 2'b10;
				OpReg <= 2'b01;
				Fim<=0;
			end
		S3:     
			begin
				EnA <= 0; 	
				EnB <= 0;
				Sel <= 1;
				Op <= 2'b01;
				OpReg <= 2'b01;
				Fim<=1;
			end
		S4:     
			begin
				EnA <= 0; 	
				EnB <= 0;
				Sel <= 0;
				Op <= 2'b01;
				OpReg <= 2'b01;
				Fim<=0;
			end
		S5:     
			begin
				EnA <= 0; 	
				EnB <= 0;
				Sel <= 1;
				Op <= 2'b01;
				OpReg <= 2'b01;
				Fim<=0;
			end
		S6:     
			begin
				EnA <= 0; 	
				EnB <= 0;
				Sel <= 1;
				Op <= 2'b01;
				OpReg <= 2'b10;
				Fim<=1;
			end
	endcase
endmodule 
module deslocamento(Dados, clk, rst, OpReg, Saida);
input wire [5:0] Dados;
input wire clk, rst;
input wire [1:0] OpReg;
output reg [5:0] Saida;
always@(posedge clk or negedge rst) begin
	if (!rst) 
		Saida <= 5'b000000;
	else 
		case(OpReg)
			1: Saida = Dados;
			2: Saida = {1'b0,Dados[5:1]};
			3: Saida = {Dados[4:0],Dados[0]};
		endcase
end 
endmodule 
module display (Entrada, Hex);
input wire[5:0] Entrada;
output reg [6:0] Hex;
localparam menos  = 7'b0111111;  
localparam zero   = 7'b1000000;  
localparam um 	   = 7'b1111001;  
localparam dois   = 7'b0100100;  
localparam tres 	= 7'b0110000;  
localparam quatro = 7'b0011001;  
localparam cinco  = 7'b0010010;  
localparam seis 	= 7'b0000010;  
localparam sete 	= 7'b1111000;  
localparam oito 	= 7'b0000000;  
localparam nove 	= 7'b0011000;  
localparam A 	= 7'b0001000;     
localparam B 	= 7'b0000011;     
localparam C 	= 7'b1000110;     
localparam D 	= 7'b0100001;     
localparam E 	= 7'b0000110;     
localparam F 	= 7'b0001110;     
always @ (Entrada) 
	case (Entrada)
          6'b000000: Hex <= zero;
          6'b000001: Hex <= um;
          6'b000010: Hex <= dois;
          6'b000011: Hex <= tres;
          6'b000100: Hex <= quatro;
          6'b000101: Hex <= cinco;
          6'b000110: Hex <= seis;
          6'b000111: Hex <= sete;
          6'b001000: Hex <= oito;
          6'b001001: Hex <= nove;
          6'b001010: Hex <=  A;
          6'b001011: Hex <=  B;
          6'b001100: Hex <=  C;
          6'b001101: Hex <=  D;
          6'b001110: Hex <=  E;
          6'b001111: Hex <=  F;
          default:   Hex <=  menos;
        endcase
endmodule
module registro(Dados, clk, rst, En, Saida); 
input wire [5:0] Dados;
input wire clk, rst, En;
output reg [5:0] Saida;
always @ (posedge clk or negedge rst)
	if(!rst) 
		Saida <= 0;
	else 
		if (En)			
				Saida <= Dados;
endmodule 
module seletor(A, B, sel, Saida);
input wire [5:0] A, B;
input wire sel;
output reg [5:0] Saida;
always @ (*) begin
	if(sel)
		Saida <= B;
	else
		Saida <= A;
end
endmodule 
module sisDigital(Dados, Instrucao, clk, rst, Fim, HexA, HexB, HexS, estado);
input [3:0] Dados;
input clk, rst, Instrucao;
output [6:0] HexA, HexB, HexS;
output Fim;
output [2:0] estado;
wire EnA, EnB, Sel;
wire [1:0] Op, OpReg;
wire [5:0] SaidaA, SaidaB, SaidaS, SaidaU, Saida;
controle c(Instrucao, clk, rst, EnA, EnB, Sel, Op, OpReg, Fim, estado);
registro RegA({2'b00,Dados[3:0]}, clk, rst, EnA, SaidaA); 
registro RegB({2'b00,Dados[3:0]}, clk, rst, EnB, SaidaB); 
seletor s(SaidaB, Saida, Sel, SaidaS);
ULA u(SaidaA, SaidaS, Op, SaidaU);
deslocamento RegC(SaidaU, clk, rst, OpReg, Saida);
display d1(SaidaA, HexA);
display d2(SaidaB, HexB);
display d3(Saida, HexS);
endmodule 
==> flow_metrics.env <==
# yosys + openroad results
export IMPL_dp_slack_ns=2.11
export IMPL_yosysTopAreaCell="dfrtp_1"
export IMPL_rsz0062_at_grt="false"
export IMPL_finalCriticalPeriod_ns=3.26
export IMPL_p_switching_mw=0.416
export IMPL_logic_area_um2=1520
export IMPL_drive_gt1_share_pct=6.83
export IMPL_critPathMaxFanout=7
export IMPL_finClkSkew_ns=0.00324
export IMPL_yosysTopAreaCellShare_pct=19.1
export IMPL_antenna_found_initial=0
export IMPL_clock_latency_late_pin_ns=0.25
export IMPL_path_clk_slew_ns=0.07
export IMPL_ant_nets=0
export IMPL_dieHeight_um=76.5
export IMPL_nFillCells=505
export IMPL_unclocked_regs=8
export IMPL_cpPeakStageDelay_ns=0.48
export IMPL_warnings=39
export IMPL_p_per_area_nw_per_um2=405
export IMPL_cts_buffers=3
export IMPL_die_w_um=76.5
export IMPL_crit_chain="inv_1, ha_1, nor2_1, or3b_2, o21ai_0, clkdlybuf4s50_1"
export IMPL_worstRegToRegCells=11
export IMPL_grt_max_degree=23
export IMPL_maxSlewViolCount=0
export IMPL_root_buffer="clkbuf_8"
export IMPL_cap_violations=0
export IMPL_ys_cells=275
export IMPL_crit_type="flip-flop to primary output"
export IMPL_combPwrFrac_pct=59.1
export IMPL_drc=0
export IMPL_grt_use_total_pct=15.9
export IMPL_intPower_mw=0.623
export IMPL_cpMaxStageDelayCell="clkdlybuf4s50_1"
export IMPL_fin_tns_setup_ns=0
export IMPL_clock_path_buffers=2
export IMPL_ir_worst_vdd_uv=185
export IMPL_synth_edff_count=0
export IMPL_postCtsSetupBuffers=0
export IMPL_insertedDiodeCount=0
export IMPL_gr_total_overflow=0
export IMPL_hpwl_mm=3.30
export IMPL_gp_congestion=0.869
export IMPL_dieArea_um2=5860
export IMPL_cts_resized_gates=0
export IMPL_critPathBufInv=2
export IMPL_topCellsByArea="dfrtp_1 (19%), ha_1 (13%), o21ai_0 (6.3%)"
export IMPL_p_clk_share_pct=9.7
export IMPL_cp_depth=6
export IMPL_tightestPinTransition_ns=0.615
export IMPL_hp_class="flip-flop to flip-flop"
export IMPL_setup_viol=0
export IMPL_max_freq_mhz=306
export IMPL_setup_ws_ns=1.84
export IMPL_ys_area_um2=2220
export IMPL_p_seq_share_pct=31.2
export IMPL_crit_path_end_kind="primary output"
export IMPL_htreeDepth=1
export IMPL_rows=26
export IMPL_netlist_area_um2=2220
export IMPL_via_count=1858
export IMPL_seqCellArea_um2=546
export IMPL_unconstrained_endpoints=9
export IMPL_numPortBuffers=31
export IMPL_wl_mm=4.35
export IMPL_syn2layout_area_growth_pct=15.5
export IMPL_ff_type="dfrtp_1"
export IMPL_fp_util_pct=42.4
export IMPL_wire_per_inst_um=12.0
export IMPL_cp_start_kind="flip-flop"
export IMPL_status="complete, no violations"
export IMPL_synth_cell_types=52
export IMPL_dr_pass1_iters=4
export IMPL_fin_crit_sh_pct=64.0
export IMPL_grt_pass1_vias=1635
export IMPL_finalHoldViolCount=0
export IMPL_switching_share_pct=40.1
export IMPL_async_reset_ff_share_pct=68.0
export IMPL_hold_depth=1
export IMPL_synthCells=275
export IMPL_ys_ff=25
export IMPL_crit_family="buffers and inverters"
export IMPL_hold_buffers=0
export IMPL_grt_pass1_wl_mm=7.61
export IMPL_io_pins=32
export IMPL_via_per_inst=5.12
export IMPL_syn_area_per_cell_um2=8.08
export IMPL_synth_warnings=6
export IMPL_drt_iter0_markers=47
export IMPL_core_um2=5240
export IMPL_hold_ws_ns=0.696
export IMPL_leakagePower_nw=1.11
export IMPL_cts_tree="yes"
export IMPL_critPathArrivalTime_ns=2.24
export IMPL_crit_required_ns=4.08
export IMPL_maxSlewHeadroom_pct=59.0
[path summary, 6_finish.rpt]
| path | startpoint | endpoint | slack [ns] |
|---|---|---|---|
| min in group asynchronous | rst | RegC.Saida[0] | 1.10 |
| max | RegA.Saida[1] | HexA[0] | 1.84 |
| min reg2reg | RegC.Saida[4] | RegC.Saida[4] | 0.70 |
| max in group asynchronous | rst | RegB.Saida[0] | 3.80 |
| min | RegC.Saida[4] | RegC.Saida[4] | 0.70 |
| max reg2reg | RegB.Saida[2] | RegC.Saida[4] | 2.27 |
[layer usage]
metal | track usage (%) | part of all wire, % | vias to the layer above
met3 | 0.730 | 1.9 | 2
met1 | 25.1 | 53 | 833
met5 | 0 | 0 | -
li1 | - | - | 1000
met2 | 25.8 | 44 | 23
met4 | 0.962 | 0.23 | 0
[per-stage QoR]
step	cell area, µm²	utilization, %	power (mW)	std cells
final	2570	49.0	1.04	363
after CTS	2570	49.0	1.05	363
after detailed placement	2520	48.2	0.945	359
after global placement	2520	48.2	0.946	359
after floorplan	2220	-	0.708	275
after global routing	2570	49.0	1.17	363
[power by group through the flow]
stage                 clock [mW]  combinational, mW  sequential, mW
after CTS                  0.107              0.622           0.325
after global routing       0.111              0.711           0.345
final                      0.101              0.614           0.324
[cells in the mapped netlist (2+ instances only)]
cell and number:
nand2_1 29, o21ai_0 28, nor2_1 27, ha_1 23, a21oi_1 21, dfrtp_1 17
inv_1 15, clkbuf_1 9, dlxtn_1 8, mux2i_1 8, xor2_1 7, nor2b_1 6
nor3_1 5, buf_4 4, mux2_2 4, nand2b_1 4, o211ai_1 4, a221oi_1 3
buf_6 3, mux4_2 3, nand3_1 3, nand3b_1 3, nor3b_1 3, xnor2_1 3
a22o_1 2, a31oi_1 2, and2_1 2, buf_1 2, o311ai_0 2, o31ai_1 2
or3b_2 2
[sequential cells by signal, summed over array words and instances (netlist names)]
signal,count
c.Fim,1
RegB.Saida,4
c.EnB,1
c.Op,2
RegC.Saida,6
c.EnA,1
c.Sel,1
c.OpReg,2
RegA.Saida,4
c.E,3
[area by class of cell]
| type | instances | share of cell area, % |
|---|---|---|
| Multi-Input combinational cell | 217 | 59.0 |
| Sequential cell | 25 | 21.2 |
| Timing Repair Buffer | 32 | 12.4 |
| Tap cell | 70 | 3.41 |
| Inverter | 15 | 2.19 |
| Clock buffer | 4 | 1.75 |
[cell usage in the layout (no fill, tap or decap), types with 6 or more instances in the layout]
master and instances:
clkdlybuf4s50_1 31, nand2_1 29, o21ai_0 28, nor2_1 27, ha_1 23, a21oi_1 21
dfrtp_1 17, inv_1 15, mux2i_1 8, dlxtn_1 8, xor2_1 7, nor2b_1 6
[cells by family (layout without fill, tap and decap cells)]
kind of cell,Yosys count,count (layout),share of synthesized area (%)
buffers and inverters,33,51,7.26
XOR/XNOR,10,10,3.94
multiplexers,15,15,8.67
adder cells (fa/ha/maj),24,24,13.9
latches,8,8,5.41
AND/OR/NAND/NOR,93,93,21.1
flip-flops,17,17,19.1
AND-OR/OR-AND,75,75,20.6
Power and IR drop assume default switching activity.
